===== flow/run.sh =====
#!/bin/bash
# OpenROAD 26Q1-2900-gdf79404cd8, Yosys 0.63+post, stock flow scripts
make -C /OpenROAD-flow-scripts/flow DESIGN_CONFIG=/design/flow/config.mk WORK_HOME=/design/flow/orfs finish

===== flow/config.mk =====
export PLATFORM = sky130hd
export DESIGN_NAME = pipe_mem_wb_reg
export DESIGN_NICKNAME = pipe_mem_wb_reg
export VERILOG_FILES = /design/flow/design.v
export SDC_FILE = /design/flow/constraint.sdc
export NUM_CORES = 4
export LEC_CHECK = 1
export CORE_UTILIZATION = 50

===== flow/constraint.sdc =====
current_design pipe_mem_wb_reg

set clk_period 1.0
set clk_io_pct 0.2

create_clock -name clk0 -period $clk_period [get_ports {clk}]

set non_clock_inputs [all_inputs -no_clocks]
set_input_delay [expr $clk_period * $clk_io_pct] -clock clk0 $non_clock_inputs
set_output_delay [expr $clk_period * $clk_io_pct] -clock clk0 [all_outputs]

===== flow/design.v =====
`timescale 1ns / 1ps
module pipe_mem_wb_reg(
    input clk,
    input rst,
    input wena,
    input [31:0] mem_alu_out,
    input [31:0] mem_dmem_out, 
    input [31:0] mem_pc4,
    input [31:0] mem_rs_data_out,
    input [4:0] mem_rf_waddr,
    input mem_rf_wena,       
    input [2:0] mem_rf_mux_sel, 
    output reg [31:0] wb_alu_out,
    output reg [31:0] wb_dmem_out, 
    output reg [31:0] wb_pc4,
    output reg [31:0] wb_rs_data_out,
    output reg [4:0] wb_rf_waddr,
    output reg wb_rf_wena,       
    output reg [2:0] wb_rf_mux_sel
    );
    always @ (posedge clk or posedge rst) 
    begin
        if(rst == 1'b1) begin
            wb_alu_out <= 0;
            wb_dmem_out <= 0;
            wb_pc4 <= 0;
            wb_rs_data_out <= 0;
            wb_rf_waddr <= 0;
            wb_rf_wena <= 0;
            wb_rf_mux_sel <= 0;
        end
        else if(wena == 1'b1) begin
            wb_alu_out <= mem_alu_out;
            wb_dmem_out <= mem_dmem_out;
            wb_pc4 <= mem_pc4;
            wb_rs_data_out <= mem_rs_data_out;
            wb_rf_waddr <= mem_rf_waddr;
            wb_rf_wena <= mem_rf_wena;
            wb_rf_mux_sel <= mem_rf_mux_sel;
        end
    end 
endmodule

==> impl_metrics.yaml <==
# flow metrics
placement:
  numPortBuffers: 276
  placedCellCount: 696
  place.gp.congestion: 0.820
  dp_hpwl_mm: 11.3
synth:
  yosys.cell_types.count: 5
  ys_top_cells_by_area: "dfrtp_1 66%, mux2_2 30%, clkbuf_8 2.7%"
  yosys.area.top_type: "dfrtp_1"
  ys_cells: 290
  syn-instance-count: 290
  ys_seq_share_pct: 66.3
  yosysWarnings: 1
  synth_area_sq_um: 5170
  top_cell_area_share_pct: 66.3
  synth_area_per_cell_sq_um: 17.8
  ys_seq_elements: 137
  synth-area-yosys_sq_um: 5170
floorplanning:
  io_pins: 277
  dieWidth_microns: 104
  fp_util_pct: 52.2
  rows: 36
  die_y_microns: 104
cts:
  cts.sinks: 137
  htree_levels: 4
  clockBufferDepth: 2
  cts_made_buffers: 17
  cts-root-buf: "clkbuf_8"
run_status:
  tool.error: "[ERROR DPL-0036] Detailed placement failed."
  stop_stage: "4_1_cts"
  status: "aborted with a tool error"
## cell usage after synthesis
| cell | n |
|---|---|
| dfrtp_1 | 137 |
| buf_6 | 5 |
| clkbuf_8 | 10 |
| inv_1 | 1 |
| mux2_2 | 137 |
## logic make-up after synthesis
family	share of synthesized area, %
multiplexers	29.8
flip-flops	66.3
buffers and inverters	3.82
## through the flow
step	area [sq um]	setup WS, ns
after floorplan	5170	-0.907
after global placement	8070	-0.0976
after detailed placement	8070	-0.128
