==> design.v <==
`timescale 1ns / 1ps
module control_unit(
    input is_branch,
    input [31:0] instruction,
    input [5:0] op,
    input [5:0] func,
    input [31:0] status,   
    output rf_wena,     
    output dmem_wena, 
    output rf_rena1,
    output rf_rena2,
    output dmem_ena,
    output [1:0] dmem_w_cs,
    output [1:0] dmem_r_cs,
    output ext16_sign,
    output cutter_sign,
    output [3:0] aluc,
    output [4:0] rd,
    output ext5_mux_sel,
    output cutter_mux_sel,
    output alu_mux1_sel,       
    output [1:0] alu_mux2_sel,
    output [2:0] cutter_sel,
    output [2:0] rf_mux_sel,
    output [2:0] pc_mux_sel
    );
    wire Addi = (op == 6'b001000);
    wire Addiu = (op == 6'b001001);
    wire Andi = (op == 6'b001100);
    wire Ori = (op == 6'b001101);
    wire Sltiu = (op == 6'b001011);
    wire Lui = (op == 6'b001111);
    wire Xori = (op == 6'b001110);
    wire Slti = (op == 6'b001010);
    wire Addu = (op == 6'b000000 && func==6'b100001);
    wire And = (op == 6'b000000 && func == 6'b100100);
    wire Beq = (op == 6'b000100);
    wire Bne = (op == 6'b000101);
    wire J = (op == 6'b000010);
    wire Jal = (op == 6'b000011);
    wire Jr = (op == 6'b000000 && func == 6'b001000);
    wire Lw = (op == 6'b100011);
    wire Xor = (op == 6'b000000 && func == 6'b100110);
    wire Nor = (op == 6'b000000 && func == 6'b100111);
    wire Or = (op == 6'b000000 && func == 6'b100101);
    wire Sll = (op == 6'b000000 && func == 6'b000000);
    wire Sllv = (op == 6'b000000 && func == 6'b000100);
    wire Sltu = (op == 6'b000000 && func == 6'b101011);
    wire Sra = (op == 6'b000000 && func == 6'b000011);
    wire Srl = (op == 6'b000000 && func == 6'b000010);
    wire Subu = (op == 6'b000000 && func == 6'b100011);
    wire Sw = (op == 6'b101011);
    wire Add = (op == 6'b000000 && func == 6'b100000);
    wire Sub = (op == 6'b000000 && func == 6'b100010);
    wire Slt = (op == 6'b000000 && func == 6'b101010);
    wire Srlv = (op == 6'b000000 && func == 6'b000110);
    wire Srav = (op == 6'b000000 && func == 6'b000111);
    assign rf_rena1 = Addi+Addiu+Andi+Ori+Sltiu+Xori+Slti+Addu+And+Beq+Bne+Jr+Lw+Xor+Nor+Or+Sllv+Sltu+Subu+Sw+Add+Sub+Slt+Srlv+Srav;
    assign rf_rena2 = Addu+And+Beq+Bne+Xor+Nor+Or+Sll+Sllv+Sltu+Sra+Srl+Subu+Sw+Add+Sub+Slt+Srlv+Srav;
    assign rf_wena = Addi+Addiu+Andi+Ori+Sltiu+Lui+Xori+Slti+Addu+And+Xor+Nor+Or+Sll+Sllv+Sltu+Sra+Srl+Subu+Add+Sub+Slt+Srlv+Srav+Lw+Jal;                                  
    assign dmem_wena = Sw;
    assign dmem_ena = Lw+Sw;
    assign dmem_w_cs[1] = 1'b0;
    assign dmem_w_cs[0] = Sw;
    assign dmem_r_cs[1] = 1'b0;
    assign dmem_r_cs[0] = Lw;     
    assign cutter_sign = 1'b0;
    assign ext16_sign = Addi+Addiu+Sltiu+Slti;
    assign ext5_mux_sel = Sllv+Srav+Srlv;
    assign alu_mux1_sel = ~(Sll+Srl+Sra+J+Jr+Jal);
    assign alu_mux2_sel[1] = 1'b0;
    assign alu_mux2_sel[0] = Slti+Sltiu+Addi+Addiu+Andi+Ori+Xori+Lw+Sw+Lui;
    assign aluc[3] = Slt+Sltu+Sllv+Srlv+Srav+Lui+Srl+Sra+Slti+Sltiu+Sll;
    assign aluc[2] = And+Or+Xor+Nor+Sll+Srl+Sra+Sllv+Srlv+Srav+Andi+Ori+Xori;
    assign aluc[1] = Add+Sub+Xor+Nor+Slt+Sltu+Sll+Sllv+Addi+Xori+Beq+Bne+Slti+Sltiu;
    assign aluc[0] = Subu+Sub+Or+Nor+Slt+Sllv+Srlv+Sll+Srl+Slti+Ori+Beq+Bne;
    assign cutter_mux_sel = ~Sw;
    assign cutter_sel[2] = 1'b0;
    assign cutter_sel[1] = 1'b0;
    assign cutter_sel[0] = 1'b0;
    assign rf_mux_sel[2] = ~(Beq+Bne+Sw+J+Jr+Jal);
    assign rf_mux_sel[1] = 1'b0;
    assign rf_mux_sel[0] = ~(Beq+Bne+Lw+Sw+J);
    assign pc_mux_sel[2] = (Beq&&is_branch)+(Bne&&is_branch);
    assign pc_mux_sel[1] = ~(J+Jr+Jal+pc_mux_sel[2]);
    assign pc_mux_sel[0] = Jr;
    assign rd = (Add+Addu+Sub+Subu+And+Or+Xor+Nor+Slt+Sltu+Sll+Srl+Sra+Sllv+Srlv+Srav) ? 
                   instruction[15:11] : (( Addi+Addiu+Andi+Ori+Xori+Lw+Slti+Sltiu+Lui) ? 
                   instruction[20:16] : (Jal?5'd31:5'b0));
endmodule
==> run.sh <==
#!/bin/bash
# OpenROAD 26Q1-2900-gdf79404cd8, Yosys 0.63+post, stock flow scripts
make -C /OpenROAD-flow-scripts/flow DESIGN_CONFIG=/design/flow/config.mk WORK_HOME=/design/flow/orfs finish
==> config.mk <==
export PLATFORM = sky130hd
export DESIGN_NAME = control_unit
export DESIGN_NICKNAME = control_unit
export VERILOG_FILES = /design/flow/design.v
export SDC_FILE = /design/flow/constraint.sdc
export NUM_CORES = 4
export LEC_CHECK = 1
export CORE_AREA = 10 10 97 97
export DIE_AREA = 0 0 107 107
==> constraint.sdc <==
current_design control_unit

set clk_period 5.1
set clk_io_pct 0.2

create_clock -name clk0 -period $clk_period

set non_clock_inputs [all_inputs -no_clocks]
set_input_delay [expr $clk_period * $clk_io_pct] -clock clk0 $non_clock_inputs
set_output_delay [expr $clk_period * $clk_io_pct] -clock clk0 [all_outputs]
==> Changelog: implementation <==
### Metrics

- Net Sw Frac: 0.447
- Residual DRC count: 0
- Die Span X: 107 um
- Avg WL per Cell: 12.9 um
- Core ar.: 0.00729 mm2
- Post-CTS setup buffer count: 0
- Top-area cell share: 0.105
- Fmax: 214 MHz
- N_diodes: 0
- Count leader, synth: a21oi_1
- Grt peak-use layer: met2
- Internal power: 42.2 uW
- Fin crit period: 4.67 ns
- Vias: 1,025
- Starting Density: 0.108
- First-pass GRT wire length: 5.13 mm
- Synthesized instance count: 133
- Logic gate share of total power: 1.000
- Startpoint Class: primary input
- DP Wirelength: 2.91 mm
- CTS Hold Bufs: 0
- HP Class: primary input to primary output
- Clock power frac: 0
- Vias in the first global route: 953
- Cell taking the most area after synthesis: buf_4
- Flip-flops: 0
- # resized after CTS: 0
- Area growth syn-to-layout: 68.3%
- Yosys Chip Area: 786 um2
- DRT iter0 DRCs: 44
- Mapped Area: 786 um2
- Top cells by count: a21oi_1, clkbuf_1, nor2_1
- DRT Pass-1 Iters: 4
- Routing usage on met3: 0.0170
- Syn Area/Cell: 5.91 um2
- Total negative slack: 0 ns
- Final setup viols: 0
- P_sw: 34.1 uW
- Flop area: 0 um2
- I/O Pins: 111
- Place WS: 0.383 ns
- Yosys warnings: 0
- Initial antenna violation count: 0
- Layout cells sized above 1: 0.0476
- Yosys cell count: 133
- Largest cells by area: buf_4, a21oi_1, clkbuf_1, nor2_1, a2bb2oi_1
- DP Area: 0.00132 mm2
- Hold path cells: 3
- Site row count: 31
- DR vias/cell: 3.84
- Unrepaired setup endpoints after global routing: false
- Seq pwr share: 0
- VDD IR max: 0.0208 mV
- DRT antenna net count: 0
- Max cap viols: 0
- Crit path kind: primary input to primary output
- CP Capture Type: primary output
- Die Ht: 107 um
- Total Wirelength: 3.45 mm
- Netlist cell types: 41
- OpenROAD warning count: 86
- P_leak: 0.459 nW
- Pwr/cell area: 57.7 mW/mm2
- # fillers: 866
- Largest net degree at the start of global routing: 21
- Status: completed
- Post-route setup slack: 0.432 ns
- Total gr overflow: 0
- Gr usage total: 0.0548
- Synth Seq Share: 0
- Top fanout value on the critical path: 7
- Met1 GRT Util: 0.0625
- Final Max Slew Viols: 0
- Port Buffer Count: 49
- Cycle use final: 0.915
- Number of clock buffers in the layout: 0
- Crit path DRT: 4.08 ns
- Final hold violations: 0
- Met2 Track Usage GR: 0.103
- Worst Path Arrival: 3.65 ns
- Design area: 0.00132 mm2
- GPL Wtd Cong: 0.752
- Die Area: 0.0114 mm2
## placed cells by master (no fill, tap or decap), drive strengths merged, types with 2 or more instances in the layout
master / netlist / layout
nand2b: 3 / 3
nor4: 2 / 2
a21oi: 16 / 16
o21ai: 5 / 5
clkdlybuf4s50: 0 / 49
o21bai: 2 / 2
nor2: 13 / 13
conb: 1 / 8
a21o: 2 / 2
or3: 2 / 2
nor3: 7 / 7
a2bb2oi: 5 / 5
and3: 3 / 3
nor2b: 4 / 4
o32ai: 2 / 2
nand2: 7 / 7
or4: 2 / 2
o2bb2ai: 5 / 5
nand3: 3 / 3
buf: 12 / 5
inv: 6 / 6
o21a: 2 / 2
## power by group through the flow
stage         clock (mW)  sequential (mW)  combinational [mW]
global route           0                0              0.0842
CTS                    0                0              0.0771
finish                 0                0              0.0763
## through the flow
stage               utilization  power (mW)  std cells  hold WS, ns
global placement          0.181      0.0764        267         2.97
CTS                       0.181      0.0771        267         2.97
finish                    0.181      0.0763        267         2.96
floorplan                     -      0.0411        140         2.10
global route              0.181      0.0842        267         3.00
detailed placement        0.181      0.0768        267         2.97
## per-layer routing
layer  vias up  share of wire
li1        536              -
met1       460           0.39
met2        29           0.52
met3         0          0.087
met4         0              0
met5         -              0
## critical path: stages
cell and delay, ns:
clkdlybuf4s50_1 0.45, or4_4 0.55, or4_1 0.57, a21oi_2 0.37, o21bai_1 0.17, clkdlybuf4s50_1 0.51
## cell type report
type / count / area (um2) / share of cell area
Multi-Input combinational cell: 108 / 648 / 0.490
Timing Repair Buffer: 54 / 528 / 0.399
Tap cell: 99 / 124 / 0.0937
Inverter: 6 / 22.5 / 0.0170
## kinds of logic after synthesis
family | Yosys count | share of synthesized area
and+or+nand+nor | 52 | 0.357
AOI/OAI and AO/OA | 46 | 0.398
buffers and inverters | 32 | 0.217
xor gates and xnor gates | 1 | 0.0111
adders and majority gates | 1 | 0.0127
other | 1 | 0.00477
## worst paths after layout
| kind | start | end | slack, ns |
|---|---|---|---|
| hold / removal | instruction[15] | rd[4] | 2.96 |
| setup / recovery | op[5] | rf_wena | 0.43 |
Power is estimated from default activity; no workload was simulated.
