<file path="design/flow/config.mk">
export PLATFORM = sky130hd
export DESIGN_NAME = pipe_exe_mem_reg
export DESIGN_NICKNAME = pipe_exe_mem_reg
export VERILOG_FILES = /design/flow/design.v
export SDC_FILE = /design/flow/constraint.sdc
export NUM_CORES = 4
export LEC_CHECK = 1
export CORE_UTILIZATION = 30
</file>
<file path="design/flow/constraint.sdc">
current_design pipe_exe_mem_reg

set clk_period 1.1
set clk_io_pct 0.2

create_clock -name clk0 -period $clk_period [get_ports {clk}]

set non_clock_inputs [all_inputs -no_clocks]
set_input_delay [expr $clk_period * $clk_io_pct] -clock clk0 $non_clock_inputs
set_output_delay [expr $clk_period * $clk_io_pct] -clock clk0 [all_outputs]
</file>
<file path="design/flow/design.v">
`timescale 1ns / 1ps
module pipe_exe_mem_reg(
    input clk,
    input rst,
    input wena,
    input [31:0] exe_alu_out, 
    input [31:0] exe_pc4,
    input [31:0] exe_rs_data_out,
    input [31:0] exe_rt_data_out,
    input [4:0] exe_rf_waddr,
    input exe_dmem_ena,
    input exe_cutter_sign,
    input exe_rf_wena,       
    input exe_dmem_wena,
    input [1:0] exe_dmem_w_cs,
    input [1:0] exe_dmem_r_cs,
    input exe_cutter_mux_sel,
    input [2:0] exe_cutter_sel,
    input [2:0] exe_rf_mux_sel, 
    output reg [31:0] mem_alu_out, 
    output reg [31:0] mem_pc4,
    output reg [31:0] mem_rs_data_out,
    output reg [31:0] mem_rt_data_out,
    output reg [4:0] mem_rf_waddr,
    output reg mem_dmem_ena,
    output reg mem_cutter_sign,
    output reg mem_rf_wena,       
    output reg mem_dmem_wena,
    output reg [1:0] mem_dmem_w_cs,
    output reg [1:0] mem_dmem_r_cs,
    output reg mem_cutter_mux_sel,
    output reg [2:0] mem_cutter_sel,
    output reg [2:0] mem_rf_mux_sel
    );
    always @ (posedge clk or posedge rst) 
    begin
        if(rst == 1'b1) begin
            mem_alu_out <= 0;
            mem_pc4 <= 0;
            mem_rs_data_out <= 0;
            mem_rt_data_out <= 0;
            mem_rf_waddr <= 0;
            mem_dmem_ena <= 0;
            mem_cutter_sign <= 0;
            mem_rf_wena <= 0;
            mem_dmem_wena <= 0;
            mem_dmem_w_cs <= 0;
            mem_dmem_r_cs <= 0;
            mem_cutter_mux_sel <= 0;
            mem_cutter_sel <= 0;
            mem_rf_mux_sel <= 0;
        end
        else if(wena == 1'b1) begin
            mem_alu_out <= exe_alu_out;
            mem_pc4 <= exe_pc4;
            mem_rs_data_out <= exe_rs_data_out;
            mem_rt_data_out <= exe_rt_data_out;
            mem_rf_waddr <= exe_rf_waddr;
            mem_dmem_ena <= exe_dmem_ena;
            mem_cutter_sign <= exe_cutter_sign;
            mem_rf_wena <= exe_rf_wena;
            mem_dmem_wena <= exe_dmem_wena;
            mem_dmem_w_cs <= exe_dmem_w_cs;
            mem_dmem_r_cs <= exe_dmem_r_cs;
            mem_cutter_mux_sel <= exe_cutter_mux_sel;
            mem_cutter_sel <= exe_cutter_sel;
            mem_rf_mux_sel <= exe_rf_mux_sel;
        end
    end 
endmodule
</file>
<file path="design/flow/run.sh">
#!/bin/bash
# OpenROAD 26Q1-2900-gdf79404cd8, Yosys 0.63+post, stock flow scripts
make -C /OpenROAD-flow-scripts/flow DESIGN_CONFIG=/design/flow/config.mk WORK_HOME=/design/flow/orfs finish
</file>
==> results.yml <==
# synthesis and place-and-route metrics
outcome:
  status: "complete, but fails checks"
  violations: "setup timing"
final_timing:
  max_slew_margin_pct: 84.03
  layout_setup_ws_ps: -43.44
  timing.final.crit_period_ps: 1143
  finalSetupViolCount: 144
  clock.fmax_mhz: 874.6
  hold_violations: 0
  whs_ps: 272.5
  rsz0062_at_grt: "yes"
  drv_slew: 0
  tns_ps: -2418
  finalCritPeriodShare_pct: 103.9
  worst_pin_slew_ps: 239.5
  fin_skew_ps: 0
drt:
  totalWireLength_um: 14170
  drt_iter0_markers: 60
  drc: 0
  drt_pass1_iterations: 4
  routedWlPerCell_um: 15.95
  routed-via-count: 3860
  routed_via_density: 4.347
  ant_nets: 0
  diodes: 0
grt:
  grt.total_usage_pct: 15.33
  grt-ovfl-total: 0
  grt_util_met2_pct: 25.01
  grt_pass1_vias: 4043
  grt_use_met1_pct: 20.83
  met3_usage_pct: 5.255
  grt_max_degree: 44
  grt.busiest_layer: "met2"
  antenna_found_initial: 0
  grt_pass1_wl_um: 21560
critical_path:
  cp_data_required_time_ps: 880
  cp_max_fo: 2
  cp.arrival_ps: 920
  cpMaxStageDelayCell: "dfrtp_1"
  endpoint_kind: "output port"
  cp_cell_sequence: "buf_2"
  start_kind: "register"
  r2r-start: "mem_alu_out[28]$_DFFE_PP0P_"
  critical_path.top_delay_family: "flip-flops"
  path_class: "register to output port"
  r2r_slack_ps: 110
  crit_buf_inv: 1
  slowest_delay_ps: 390
  worstSetupStartpoint: "mem_rs_data_out[31]$_DFFE_PP0P_"
run:
  warnings: 28
  maxCapViolCount: 0
clocking:
  cts.sinks: 148
  cts_buffers: 17
  ctsHoldBuffers: 0
  cts_buffer_depth: 2
  cts.htree.levels: 4
  clock_latency_ps: 410
  tritoncts: "built"
  clkTransAtPathRegs_ps: 60
  cts-root-buf: "clkbuf_16"
pwr:
  p_sw_mw: 3.026
  totalPowerFinal_mw: 14.54
  power_density_nw_per_um2: 1631
  p_comb_share_pct: 13.7
  p_sw_share_pct: 20.82
  clkPwrFrac_pct: 43.4
  peakVddDrop_mv: 1.351
  pwr-share-seq_pct: 43.0
  p_int_mw: 11.51
  leakagePower_nw: 4.002
placement:
  portBuffers: 298
  dp_hpwl_um: 10420
  gp_congestion: 0.7618
  place_ws_ps: -29.43
  placed_cell_area_um2: 8874
layout:
  mi_logic_area_um2: 1667
  area_growth_pct: 61.07
  fill_cells: 1567
  seq_area_um2: 3704
  drive_gt1_share_pct: 54.78
  final_area_um2: 8914
floorplanning:
  die_w_um: 137.8
  dieArea_um2: 18990
  core-area_um2: 18020
  die_h_um: 137.8
  rows: 49
  ios: 299
  fp_util_pct: 30.70
logic_synthesis:
  synth_cells: 313
  yosysSeqAreaShare_pct: 66.92
  yosys_warnings: 1
  ys_area_um2: 5534
  synth.avg_cell_area_um2: 17.68
  synth-cells-yosys: 313
  ys_types: 6
  ys_ff: 148
  syn_area_um2: 5534
min_path:
  hp-class: "input pin to async pin"
## power by group through the flow
stage,sequential [mW],combinational (mW),clock [mW]
finish,6.24,1.98,6.31
global route,6.32,2.19,6.73
CTS,6.25,2.00,6.51
## final cells by class
cell class | instances | area share (%)
Sequential cell | 148 | 41.55
Timing Repair Buffer | 331 | 29.21
Tap cell | 229 | 3.214
Clock inverter | 12 | 2.274
Inverter | 1 | 0.08422
Multi-Input combinational cell | 148 | 18.70
Clock buffer | 19 | 4.969
## final timing paths
path,end,depth (start not counted)
worst max-delay path,mem_rs_data_out[31],1
worst min-delay path,mem_rs_data_out[23]$_DFFE_PP0P_,3
worst max register to register,mem_alu_out[28]$_DFFE_PP0P_,3
worst min register to register,mem_rt_data_out[10]$_DFFE_PP0P_,1
max in group asynchronous,mem_alu_out[22]$_DFFE_PP0P_,4
min in group clk0,mem_rs_data_out[25]$_DFFE_PP0P_,3
## per-layer routing
layer / up-vias / part of all wire [%]
met5: - / 0
met2: 166 / 50
met3: 9 / 9.8
met4: 0 / 1.3
met1: 1914 / 39
li1: 1771 / -
## state kept, by name (all words and copies together), names as in the netlist
| register | flops |
|---|---|
| mem_rs_data_out | 32 |
| mem_pc4 | 32 |
| mem_cutter_sign | 1 |
| mem_rf_waddr | 5 |
| mem_rt_data_out | 32 |
| mem_cutter_mux_sel | 1 |
| mem_dmem_r_cs | 2 |
| mem_rf_mux_sel | 3 |
| mem_dmem_wena | 1 |
| mem_alu_out | 32 |
| mem_dmem_w_cs | 2 |
| mem_cutter_sel | 3 |
| mem_dmem_ena | 1 |
| mem_rf_wena | 1 |
## kinds of logic after synthesis
| group | Yosys count | share of synthesized area [%] |
|---|---|---|
| muxes | 148 | 30.12 |
| DFF | 148 | 66.92 |
| buffers and inverters | 17 | 2.962 |
## synthesized netlist by cell type
master	count	area share [%]
buf_2	2	0.18
buf_4	2	0.27
buf_6	12	2.4
dfrtp_1	148	67
inv_1	1	0.068
mux2_2	148	30
## per-stage QoR
| step | util, % | cells |
|---|---|---|
| after global placement | 49.23 | 839 |
| after floorplan | - | 313 |
| after detailed placement | 49.23 | 839 |
| after CTS | 49.16 | 881 |
| after global routing | 49.45 | 888 |
| final | 49.45 | 888 |
## cells in the final DEF (no fill, tap or decap), drive strengths merged
master	count
dfrtp	148
clkbuf	19
clkinv	4
clkdlybuf4s50	149
bufinv	5
inv	2
clkinvlp	2
mux2	148
buf	182
## timing repair
action                                  4_1_cts  5_1_grt
resized                                     461        0
endpoints found under the setup margin      148      148
buffers inserted                             11        7
Power is estimated from default activity; no workload was simulated.
